`design/flow/config.mk`:
```
export PLATFORM = sky130hd
export DESIGN_NAME = top
export DESIGN_NICKNAME = top
export VERILOG_FILES = /design/flow/design.v
export SDC_FILE = /design/flow/constraint.sdc
export NUM_CORES = 4
export LEC_CHECK = 1
export CORE_AREA = 10 10 70 70
export DIE_AREA = 0 0 80 80
```
`design/flow/constraint.sdc`:
```
current_design top

set clk_period 4.9
set clk_io_pct 0.2

create_clock -name clk0 -period $clk_period [get_ports {clk}]

set non_clock_inputs [all_inputs -no_clocks]
set_input_delay [expr $clk_period * $clk_io_pct] -clock clk0 $non_clock_inputs
set_output_delay [expr $clk_period * $clk_io_pct] -clock clk0 [all_outputs]
```
`design/flow/design.v`:
```
module top (
	input clk,
	input [2:0] choose,
	input [3:0] a,
	input [3:0] b,
	output reg cin,					 
	output reg m, 				   
	output reg [3:0] out
);
	always @(posedge clk)
	begin
		case(choose)
			3'b000:begin 
			{cin,out}={1'b0,a}+{1'b0,b}; 
			m=a[3]&b[3]&~out[3] | ~a[3]&~b[3]&out[3];
			end
			3'b001:begin 
			{cin,out}=$signed(a)-$signed(b); 
			m=a[3]&b[3]&~out[3] | ~a[3]&~b[3]&out[3];
			end
			3'b010:begin 
			out=~a; 
			cin=1'b0;
			m=1'b0;
			end
			3'b011:begin 
			{cin,out}={1'b0,a}&{1'b0,b}; 
			m=1'b0;
			end
			3'b100:begin 
			{cin,out}={1'b0,a}|{1'b0,b};
			m=1'b0;
			end
			3'b101:begin 
			{cin,out}={1'b0,a}^{1'b0,b}; 
			m=1'b0;
			end
			3'b110:begin 
				    	if (a[3] == b[3]) 
				    		begin
                    				if (a < b) begin 
                    				out = 4'b0001;
                    				cin=1'b0;
                    				m=1'b0;
                    				end
                        			else  begin
                        			out = 4'b0000;
                        			cin=1'b0;
                        			m=1'b0;
                        			end
                				end
               				 else 
               				 	begin				
                    				if ((a[3] == 1'b0) && (b[3] == 1'b1)) begin
                    				out= 4'b0000;
                    				cin=1'b0;
                    				m=1'b0;
                    				end
                    				if ((a[3] == 1'b1) && (b[3] == 1'b0)) begin
                    				out= 4'b0001;
                    				cin=1'b0;
                    				m=1'b0;
                    				end
                				end
            			end
			3'b111:begin
					if(a==b) begin
					out=4'b0001;
					cin=1'b0;
					m=1'b0;
					end
					else begin
					out=4'b0000;
					cin=1'b0;
					m=1'b0;
					end
				end
		endcase
	end
endmodule
```
`design/flow/run.sh`:
```
#!/bin/bash
# OpenROAD 26Q1-2900-gdf79404cd8, Yosys 0.63+post, stock flow scripts
make -C /OpenROAD-flow-scripts/flow DESIGN_CONFIG=/design/flow/config.mk WORK_HOME=/design/flow/orfs finish
```
==> impl_metrics.tcl <==
# yosys + openroad results
set metrics [dict create \
    boundaryPins 18 \
    cts_setup_buffers 0 \
    setup_tns_ns 0 \
    p_leak_nw 0.464 \
    netlist_top_cells_area "edfxtp_1, ha_1, inv_1, fa_1, a21oi_1" \
    tritoncts "built" \
    cts.path.max_buffers 2 \
    required_ns 4.86 \
    synth_cells 109 \
    firstDrtPassIters 4 \
    routed_wl_mm 1.85 \
    end_kind "flop" \
    synthToLayoutAreaGrowth_pct 23.4 \
    initCoreUtil_pct 26.7 \
    netlist.area_leader.share_pct 19.8 \
    post_drt_wl_per_cell_um 10.9 \
    postPlaceCellArea_um2 1100 \
    p_comb_share_pct 42.8 \
    io_buffers 17 \
    maxSlewViolCount 0 \
    finalHoldViolCount 0 \
    p_total_mw 0.186 \
    top_cell "ha_1" \
    synth.avg_cell_area_um2 8.36 \
    stdcell_area_um2 1120 \
    post_cts_resize_count 0 \
    maxCapViolCount 0 \
    clock-sinks 6 \
    cts_hold_buf 0 \
    grt_start_max_net_pins 29 \
    fin_crit_ns 2.96 \
    ir_worst_vdd_uv 44.0 \
    grt_pass1_wl_mm 3.13 \
    hp-class "primary input to flop" \
    cts_max_level 1 \
    viasPerCell 4.59 \
    postSynthSeqShare_pct 19.8 \
    core-area_um2 3420 \
    chip_area_um2 6400 \
    sw_frac_of_total_pct 28.7 \
    crit_type "primary input to flop" \
    start_kind "primary input" \
    syn_area_um2 911 \
    fillers 356 \
    seqPwrFrac_pct 34.5 \
    period_used_pct 60.3 \
    relSlewSlack_pct 71.6 \
    synth.top_cells.by_count "ha_1, inv_1, nor2_1" \
    hold_depth 4 \
    dieHeight_um 80 \
    grt_pass1_vias 700 \
    route.vias.total 776 \
    rows 21 \
    grt-ovfl-total 0 \
    p_switching_mw 0.0535 \
    path_clk_slew_ns 0.04 \
    yosysCellCount 109 \
    clkPwrFrac_pct 22.7 \
    rsz0062_at_grt "false" \
    dp_hpwl_mm 1.52 \
    flop_cell "edfxtp_1" \
    cts_buffers 3 \
    tightest_slew_ns 0.425 \
    synthArstFlopShare_pct 0 \
    edf_count 6 \
    antenna_found_initial 0 \
    max_clock_freq_mhz 338 \
    whs_ns 1.63 \
    gp_congestion 0.875 \
    synth_warnings 1 \
    crit_arrival_ns 2.91 \
    warnings 34 \
    detail-route-antenna-nets 0 \
    synth_flops 6 \
    critPathMaxFanout 3 \
    outcome "finished clean" \
    p_per_area_nw_per_um2 166 \
    drive_gt1_share_pct 6.50 \
    grt.total_usage_pct 5.81 \
    ys_area_um2 911 \
    cts_root_buf "clkbuf_4" \
    die_w_um 80 \
    synth_cell_types 38 \
    top_area_cell "edfxtp_1" \
    p_int_mw 0.133 \
    antenna_cells 0 \
    drt_iter0_drc 41 \
    drt_drc_violations_left 0 \
    setup_viol 0 \
]
-- path summary, 6_finish.rpt --
path  start          endpoint
max    a[0]  out[2]$_DFFE_PP_
min    a[1]  out[1]$_DFFE_PP_
-- metrics by stage --
| stage | utilization (%) | instances | setup slack [ns] |
|---|---|---|---|
| after floorplan | - | 109 | 2.38 |
| after global placement | 32.2 | 166 | 1.70 |
| after detailed placement | 32.2 | 166 | 1.69 |
| after CTS | 32.9 | 169 | 1.94 |
| after global routing | 32.9 | 169 | 1.82 |
| final | 32.9 | 169 | 1.94 |
-- cell usage in the layout, fill, tap and decap left out, drive strengths merged --
| master | synthesis | routed |
|---|---|---|
| clkdlybuf4s50 | 0 | 17 |
| ha | 13 | 13 |
| o21ai | 5 | 5 |
| a2111o | 2 | 2 |
| mux2 | 1 | 1 |
| nor3b | 4 | 4 |
| a32o | 1 | 1 |
| fa | 2 | 2 |
| nand3b | 1 | 1 |
| a21o | 1 | 1 |
| o21bai | 1 | 1 |
| or4 | 2 | 2 |
| or3 | 1 | 1 |
| inv | 13 | 13 |
| or2 | 2 | 2 |
| and2 | 2 | 2 |
| edfxtp | 6 | 6 |
| mux4 | 1 | 1 |
| nor3 | 1 | 1 |
| nor4b | 2 | 2 |
| or4b | 1 | 1 |
| nand3 | 2 | 2 |
| o22ai | 2 | 2 |
| o211ai | 1 | 1 |
| clkbuf | 3 | 3 |
| o211a | 1 | 1 |
| a31oi | 1 | 1 |
| nand2b | 1 | 1 |
| a222oi | 1 | 1 |
| buf | 4 | 1 |
| a21oi | 7 | 7 |
| a211oi | 4 | 4 |
| nand2 | 8 | 8 |
| nor2b | 2 | 2 |
| o31ai | 1 | 1 |
| nor2 | 9 | 9 |
-- logic make-up after synthesis --
group	count (synthesis)	share of synthesized area [%]
AND-OR/OR-AND	28	21.0
AND/OR/NAND/NOR	38	22.9
buffers and inverters	20	10.3
multiplexers	2	3.71
flip-flops	6	19.8
adder cells (fa/ha/maj)	15	22.3
-- final cells by class --
class	instances	area (um^2)	area share, %
sequential	6	180	16.0
clock buffer	3	22.5	2.00
inverter	13	48.8	4.34
multi-input combinational	83	637	56.7
tap	46	57.6	5.12
timing repair buffer	18	178	15.8
-- power groups by stage --
stage	clock network, mW	logic [mW]	registers (mW)
final	0.0423	0.0797	0.0644
after CTS	0.0452	0.0805	0.0644
after global routing	0.0492	0.0906	0.0646
-- layer usage --
metal	GRT usage [%]	part of all wire (%)	vias to the layer above
li1	-	-	420
met1	8.37	47	335
met2	8.99	45	21
met3	1.14	7.3	0
met4	0.704	0	0
met5	0	0	-
-- critical path: stages --
cell             delay [ns]
clkdlybuf4s50_1        0.50
inv_1                  0.07
ha_1                   0.23
fa_1                   0.39
and2_1                 0.17
or3_1                  0.30
a21oi_1                0.15
o31ai_1                0.12
-- sequential cells by signal (all words and copies together), names as in the netlist --
signal  cells
cin         1
m           1
out         4
Power is estimated from default activity; no workload was simulated.
